--- ./config.mk ---
export PLATFORM = sky130hd
export DESIGN_NAME = UART
export DESIGN_NICKNAME = UART
export VERILOG_FILES = /design/flow/design.v
export SDC_FILE = /design/flow/constraint.sdc
export NUM_CORES = 4
export LEC_CHECK = 1
export CORE_UTILIZATION = 50
--- ./constraint.sdc ---
current_design UART

set clk_period 2.3
set clk_io_pct 0.2

create_clock -name clk0 -period $clk_period [get_ports {clk}]

set non_clock_inputs [all_inputs -no_clocks]
set_input_delay [expr $clk_period * $clk_io_pct] -clock clk0 $non_clock_inputs
set_output_delay [expr $clk_period * $clk_io_pct] -clock clk0 [all_outputs]
--- ./design.v ---
module FlagCounter
#(
	parameter NBITS = 4,
	parameter VALUE =8
)
(
	input clk,
	input reset,
	input enable,
	output flag
);
reg [NBITS-1 : 0] counter_reg;
	always@(posedge clk or negedge reset) begin
		if (reset == 1'b0)
			counter_reg <= {NBITS{1'b0}};
		else
			if(enable == 1'b1)
				counter_reg <= counter_reg + 1'b1;
			else
				counter_reg <= {NBITS{1'b0}};
	end
assign flag = (counter_reg>=VALUE)?1'b1:1'b0;
endmodule
module RX_FSM
#(
	parameter WORD_LENGTH = 8
)
(
	input SerialDataIn,
	input clk,
	input reset,
	input parity,
	output reg shift_RX,
	output reg ready
);
reg sampling_enable;
wire sampling_flag;
reg count_enable;
wire count_flag;
reg SB_enable;
wire SB_flag;
FlagCounter
#(
	.NBITS(8),
	.VALUE(13)
) 
FSM_sampling 		   	         
(
	.clk(clk),
	.reset(reset),
	.enable(sampling_enable),
	.flag(sampling_flag)
);
FlagCounter
#(
	.NBITS(8),
	.VALUE(((WORD_LENGTH+1)*16)+9)
) 
FSM_counter 		   	         
(
	.clk(clk),
	.reset(reset),
	.enable(count_enable),
	.flag(count_flag)
);
FlagCounter
#(
	.NBITS(8),
	.VALUE(9)
) 
FSM_startbit 		   	         
(
	.clk(clk),
	.reset(reset),
	.enable(SB_enable),
	.flag(SB_flag)
);
localparam IDLE = 0;
localparam STARTBIT = 1;
localparam SAMPLING = 2;
localparam SHIFT = 3;
localparam BIT = 4; 
localparam STOPBIT = 5;
localparam READY = 6;
reg [4:0]State   ;
always@(posedge clk or negedge reset) begin
	if (reset==0)
		State <= IDLE;
	else 
		case(State)
			IDLE:
				if(SerialDataIn == 0 )
					State <= STARTBIT;
				else 
					State <= IDLE;
			STARTBIT:
				if(SB_flag == 1 )
					State <= SAMPLING;
				else
					State <= STARTBIT;
			SAMPLING:
				if(sampling_flag == 1 )
						State <= SHIFT;
				else
						State <= SAMPLING;
			SHIFT:
				State <= BIT;
			BIT:
				if(count_flag == 1 )
					State <= STOPBIT;
				else
					State <= SAMPLING;
			STOPBIT:
				if(SB_flag == 1 )
					State <= READY;
				else
					State <= STOPBIT;
			READY:
				State <= IDLE;	
			default:
				State <= IDLE;
	endcase
end
always@(State) begin
	sampling_enable = 0;
	count_enable = 0;
	SB_enable = 0;
	shift_RX = 0;
	ready = 0;
		case(State)
			STARTBIT:
				begin
					SB_enable = 1;
					count_enable = 1;
				end
			SAMPLING:
				begin
					sampling_enable = 1;
					count_enable = 1;
				end
			SHIFT:
				begin
					shift_RX = 1;
					count_enable = 1;
				end
			BIT:
				begin
					count_enable = 1;
				end
			STOPBIT:
				begin
					SB_enable = 1;
				end
			READY:
			begin
				ready = 1;
			end
			default:
				begin
					sampling_enable = 0;
					count_enable = 0;
					SB_enable = 0;
					shift_RX = 0;
					ready = 0;
				end
		endcase
end
endmodule
module RX_SR
#(
	parameter WORD_LENGTH = 8
)
(
	input SerialDataIn,
	input clk,
	input reset,
	input shift,
	output [WORD_LENGTH - 1 : 0] DataRX,
	output parity,
	output parity_int
);
reg [WORD_LENGTH : 0] DataRX_reg;
always @(posedge clk or negedge reset) 
begin
	if(reset==1'b0) 
	begin
		DataRX_reg<= {(WORD_LENGTH) {1'b0}};
	end
	else 
		if (shift)
			DataRX_reg<={SerialDataIn , DataRX_reg[WORD_LENGTH:1]};
		else
			DataRX_reg<=DataRX_reg;
end
assign DataRX = DataRX_reg [WORD_LENGTH-1:0];
assign parity = DataRX_reg [WORD_LENGTH];
assign parity_int  = DataRX[7] ^ DataRX[6] ^ DataRX[5] ^ DataRX[4] ^ DataRX[3] ^ DataRX[2] ^ DataRX[1] ^ DataRX[0];
endmodule
 module Register
#(
	parameter WORD_LENGTH = 6									 
)
(
	input clk,
	input reset,
	input enable,
	input [WORD_LENGTH-1 : 0] Data_Input,
	output [WORD_LENGTH-1 : 0] Data_Output
);
reg  [WORD_LENGTH-1 : 0] Data_reg;
always@(posedge clk or negedge reset) begin
	if(reset == 1'b0) 											 
		Data_reg <= 0;
	else if (enable) begin										 
		Data_reg <= Data_Input;
		end
end
assign Data_Output = Data_reg;								 
endmodule
module TX_FSM
#(
	parameter WORD_LENGTH = 8
)
(
	input clk,
	input reset,
	input transmit,
	output reg load,
	output reg transmit_int,
	output reg shift_TX
);
reg sampling_enable;
wire sampling_flag;
reg count_enable;
wire count_flag;
reg SB_enable;
wire SB_flag;
FlagCounter
#(
	.NBITS(8),
	.VALUE(13)
) 
FSM_sampling 		   	         
(
	.clk(clk),
	.reset(reset),
	.enable(sampling_enable),
	.flag(sampling_flag)
);
FlagCounter
#(
	.NBITS(8),
	.VALUE((WORD_LENGTH+1)*16)
) 
FSM_counter 		   	         
(
	.clk(clk),
	.reset(reset),
	.enable(count_enable),
	.flag(count_flag)
);
FlagCounter
#(
	.NBITS(8),
	.VALUE(14)
) 
FSM_startbit 		   	         
(
	.clk(clk),
	.reset(reset),
	.enable(SB_enable),
	.flag(SB_flag)
);
localparam IDLE = 0;
localparam LOAD = 1;
localparam STARTBIT = 2;
localparam SAMPLING = 3;
localparam SHIFT = 4;
localparam BIT = 5; 
localparam STOPBIT = 6;
reg [4:0]State   ;
always@(posedge clk or negedge reset) begin
	if (reset==0)
		State <= IDLE;
	else 
		case(State)
			IDLE:
				if(transmit == 1 )
					State <= LOAD;
				else 
					State <= IDLE;
			LOAD:
				State <= STARTBIT;
			STARTBIT:
				if(SB_flag == 1 )
						State <= SHIFT;
				else
						State <= STARTBIT;
			SAMPLING:
				if(sampling_flag == 1 )
						State <= SHIFT;
				else
						State <= SAMPLING;
			SHIFT:
				State <= BIT;
			BIT:
				if(count_flag == 1 )
					State <= STOPBIT;
				else
					State <= SAMPLING;
			STOPBIT:
				if(SB_flag == 1 )
					State <= IDLE;
				else
					State <= STOPBIT;
			default:
				State <= IDLE;
	endcase
end
always@(State) begin
	sampling_enable = 0;
	count_enable = 0;
	SB_enable = 0;
	load = 0;
	transmit_int = 0;
	shift_TX = 0;
		case(State)
			LOAD:
				begin
					load = 1;
				end
			STARTBIT:
				begin
					SB_enable = 1;
					transmit_int = 1;
				end
			SAMPLING:
				begin
					sampling_enable = 1;
					count_enable = 1;
					transmit_int = 1;
				end
			SHIFT:
				begin
					shift_TX = 1;
					count_enable = 1;
					transmit_int = 1;
				end
			BIT:
				begin
					count_enable = 1;
					transmit_int = 1;
				end
			STOPBIT:
				begin
					SB_enable = 1;
				end
			default:
				begin
					sampling_enable = 0;
					count_enable = 0;
					SB_enable = 0;
					load = 0;
					transmit_int = 0;
					shift_TX = 0;
				end
		endcase
end
endmodule
module TX_SR
#(
	parameter WORD_LENGTH = 8
)
(
	input clk,
	input reset,
	input shift,
	input load,
	input [WORD_LENGTH - 1 : 0] DataTX,
	input transmit_int,
	output SerialDataOut
);
reg [WORD_LENGTH+2 : 0] DataTX_reg;
wire parity_wir;
always @(posedge clk or negedge reset) 
begin
	if(reset==1'b0) 
	begin
		DataTX_reg <= {(WORD_LENGTH+1) {1'b0}};
	end
	else 
		if (load)
			DataTX_reg <= {1'b1, parity_wir ,DataTX , 1'b0};
		else
			if (shift)
				DataTX_reg <= {1'b0 , DataTX_reg[WORD_LENGTH+2:1]};
			else
				DataTX_reg <= DataTX_reg;
end
assign parity_wir = DataTX[7] ^ DataTX[6] ^ DataTX[5] ^ DataTX[4] ^ DataTX[3] ^ DataTX[2] ^ DataTX[1] ^ DataTX[0];
assign SerialDataOut = (transmit_int == 1) ?  DataTX_reg[0] : 1'b1;
endmodule
module UART
#(
	parameter WORD_LENGTH = 8
)
(
	input SerialDataIn,
	input clk,
	input reset,
	input Clear_RX_Flag,
	input [WORD_LENGTH-1:0] DATATX,
	input Transmit,
	output [WORD_LENGTH-1:0] DATARX,
	output RX_FLAG,
	output SerialDataOut,
	output ParityError
);
wire shift_RX;
wire shift_TX;
wire [WORD_LENGTH-1:0] DATA_RX_wir;
wire RX_ready;
wire load;
wire transmit_int;
wire RX_FLAG_EN;
wire parity_line;
wire parity_cal;
wire parity_wir;
assign DATARX = DATA_RX_wir;
assign parity_wir = parity_line ^ parity_cal;
RX_SR
#(
	.WORD_LENGTH(WORD_LENGTH)
) 
SR_RX			  					 	 
(
	.SerialDataIn(SerialDataIn),
	.clk(clk),
	.reset(reset),
	.shift(shift_RX),
	.parity(parity_line),
	.parity_int(parity_cal),
	.DataRX(DATA_RX_wir)
);
RX_FSM
#(
	.WORD_LENGTH(WORD_LENGTH)
) 
FSM_RX						   	 
(
	.SerialDataIn(SerialDataIn),
	.clk(clk),
	.reset(reset),
	.shift_RX(shift_RX),
	.ready(RX_ready)
);
TX_SR
#(
	.WORD_LENGTH(WORD_LENGTH)
) 
SR_TX			  					 	 
(
	.clk(clk),
	.reset(reset),
	.shift(shift_TX),
	.load(load),
	.DataTX(DATATX),
	.transmit_int(transmit_int),
	.SerialDataOut(SerialDataOut)
);
TX_FSM
#(
	.WORD_LENGTH(WORD_LENGTH)
) 
FSM_TX						   	 
(
	.clk(clk),
	.reset(reset),
	.transmit(Transmit),
	.load(load),
	.transmit_int(transmit_int),
	.shift_TX(shift_TX)
);
Register
#(
	.WORD_LENGTH(1)
) 
RX_FLAG_REG			  					 	 
(
	.clk(clk),
	.reset(reset),
	.enable(RX_FLAG_EN),
	.Data_Input(RX_ready),
	.Data_Output(RX_FLAG)
);
Register
#(
	.WORD_LENGTH(1)
) 
parity_error_REG			  					 	 
(
	.clk(clk),
	.reset(reset),
	.enable(RX_FLAG_EN),
	.Data_Input(parity_wir),
	.Data_Output(ParityError)
);
assign RX_FLAG_EN = RX_ready | Clear_RX_Flag;
endmodule
--- ./run.sh ---
#!/bin/bash
# OpenROAD 26Q1-2900-gdf79404cd8, Yosys 0.63+post, stock flow scripts
make -C /OpenROAD-flow-scripts/flow DESIGN_CONFIG=/design/flow/config.mk WORK_HOME=/design/flow/orfs finish
==> deck_impl_summary.md <==
Flow Results at a Glance

Floorplanning
  – Row cnt: 31
  – Die Size: 0.00805 mm^2
  – Die height: around 90 um
  – Die span in x: about 90 um
  – Io pins: 24
  – Fp util: 52.5%
  – Core area: 0.00733 mm^2

Logic synthesis
  – Simple share: between 15 and 20%
  – Aoi share: under 10%
  – Synth Area per Inst: around 11 um^2
  – Syn Inst Count: about 350
  – Unique cell types: 39
  – Dominant kind of combinational cell: simple AND/OR/NAND/NOR gates
  – Mux area share: between 4 and 5%
  – Synth Seq Share: around 55%
  – Ys cells: 349
  – Synthesis Warnings: 10
  – Post-Syn Area: between 0.003 and 0.004 mm^2
  – Post-synth regs: 84
  – Yosys xor share: 10.8%
  – Yosys stat chip area: around 0.0038 mm^2
  – Synth Area in Adders: 5.20%

Detailed routing
  – 1st-iter DRT viols: 75
  – Metal3 WL: about 220 um
  – Final ANT Viol Nets: 0
  – Pre-Repair DR Iteration Count: 6
  – Final wirelength: 5880 um
  – Remaining DRCs: 0
  – DR WL/cell: 12.1 um
  – Met2 WL: 2470 um
  – ANT cells: 0
  – Mean number of vias per cell: ~4.9
  – Wire length on met1: 3100 um
  – DR vias: 2409
  – Top routing layer in use: met4

CTS
  – CTS resizes: 0
  – Cts hold-fix bufs: 0
  – Num CTS Buffers: 9
  – Clock latency at the later pin of the worst-skew pair: 0.34 ns
  – CTS tree: built
  – Clock Path Buffers: 2
  – H-tree levels: 3
  – Postcts setup bufs: 0
  – # clock sinks: 84
  – Clock transition at the registers of the reported paths: 0.08 ns
  – Clk root buf: clkbuf_8

Final timing
  – Final Max Slew Viols: 0
  – Setup TNS: 0 ns
  – Rel. slew slack: 53.1%
  – Final setup violating endpoints: 0
  – Minimum clock period: around 2.0 ns
  – Final hold vios: 0
  – RSZ-0062 raised after global routing: false
  – Post-layout period usage: ~90%
  – Fin Clk Skew: 0.0108 ns
  – Worst-Margin Slew: just over 0.7 ns
  – Max Fclk: between 400 and 500 MHz

Flow run
  – Max-cap violations: 0
  – Tool warnings: 36

Layout
  – Largest register FFs: 11
  – Layout cells sized above 1: about 7.5%
  – Util after Layout: roughly three fifths
  – Top cells excl fill/tap: dfrtp_1 (82), nor2_1 (37), xor2_1 (23)
  – Area Growth Syn to Fin: 14.9%
  – # fillers: roughly 600
  – Commonest Layout Cell: dfrtp_1

Worst setup path
  – Critical path, cell by cell: nor3_2, a21o_1, clkdlybuf4s50_1
  – Critical Path RT: approximately 1.8 ns
  – Internal reg-to-reg setup slack: 0.67 ns
  – Critical Path Start Type: flip-flop
  – Capture point of the worst reg-to-reg path: FSM_RX.State[2]
  – Worst reg2reg path startpoint: FSM_RX.FSM_startbit.counter_reg[0]
  – CP max stage delay: between 0.4 and 0.5 ns
  – WP data arrival: 1.56 ns
  – Worst Setup End Kind: primary output
  – R2R cell count: 5
  – CP top delay family: buffers and inverters
  – Bufs and invs on worst path: 1
  – Worst Path Class, Setup: flip-flop to primary output
  – Crit-path max FO: 4
  – Slowest cell on crit path: clkdlybuf4s50_1

Power and ir drop
  – Psw: between 800 and 900 uW
  – Leakage: around 0.002 uW
  – P per Cell Area: just over 700 mW/mm^2
  – Part of the power in registers: a little under three fifths
  – Sw frac: a little over a quarter
  – Internal power: 2330 uW
  – Total power: approximately 3200 uW
  – VDD IR-drop max: 0.335 mV
  – Clk pwr share: 31.7%
  – Combinational Power Share: 13.1%

Global routing
  – Gr ovfl total: 0
  – GRT Overall Usage: ~17%
  – Vias in the first global route: between 2000 and 2500
  – Initial antenna violation count: 0
  – First-pass GRT wire length: 10700 um
  – Largest net degree at the start of global routing: about 56

Outcome
  – Status: finished, final reports clean

Hold path
  – Hold Path Class: input pin to asynchronous set/reset pin

Placed design
  – GP Congestion: 0.795
  – I/O Buffers: 23
  – Post-DP HPWL: between 4000 and 5000 um
-- worst max-delay path by stage --
stage / startpoint / end / slack (ns) / cells past startpoint
5_1_grt: FSM_TX.State[6] / SerialDataOut / 0.20 / 3
6_report: FSM_TX.State[6] / SerialDataOut / 0.28 / 3
4_1_cts: FSM_TX.State[6] / SerialDataOut / 0.25 / 3
-- worst reg2reg max path, stage by stage, from the launching register on --
cell,delay (ns)
dfrtp_1,0.42
ha_1,0.21
or3b_1,0.39
a21oi_4,0.20
nor2b_1,0.07
a221o_1,0.25
-- cells in the mapped netlist --
cell      count  area, um^2
a21oi_4       1        16.3
nor2_1       37         139
xor2_1       23         201
o21ai_1      15        75.1
and2_1       11        68.8
nand2b_1      1        6.26
inv_2         2        7.51
xnor3_1       1        22.5
or4_4         1        11.3
and3_1        8        50.1
mux2_1        9         101
nor4_1        2        12.5
dfstp_2       2        52.6
ha_1         16         200
nor3_2        1        10.0
o21ai_0       4        20.0
nand2_1      22        82.6
o22ai_1       1        6.26
inv_1        18        67.6
dfrtp_1      82        2050
o211ai_1      1        7.51
xnor2_1      22         193
nor2b_1       9        56.3
mux2i_1       9        90.1
a21o_1        5        37.5
or3b_1        1        8.76
a21oi_1       6        30.0
a31oi_1       1        6.26
nand4_1       2        12.5
a221o_1       1        10.0
nor3_1        1        5.00
nor4_2        1        12.5
nand3_1      20         100
o31ai_1       2        15.0
a211oi_1      1        7.51
or3_1         4        25.0
or4_1         1        7.51
buf_2         1        5.00
clkbuf_1      4        15.0
-- routing by layer --
layer  vias to the layer above  GRT usage, %
met5                         -             0
met4                         0          2.60
met3                         8          2.92
met2                        42          23.6
met1                      1126          29.1
li1                       1233             -
-- power by group through the flow --
| stage | combinational (uW) | sequential [uW] | clock [uW] |
|---|---|---|---|
| CTS | 428 | 1740 | 1050 |
| global route | 479 | 1770 | 1100 |
| finish | 415 | 1740 | 1000 |
-- final cells by class --
cell class	count	area, um^2	area share [%]
sequential	84	2100	47.6
multi-input combinational	240	1650	37.3
timing repair buffer	28	278	6.28
clock buffer	10	128	2.89
tap	99	124	2.80
inverter	20	75.1	1.70
clock inverter	6	65.1	1.47
-- logic make-up (layout without fill, tap and decap cells) --
logic type,count (synthesis),in the layout
compound gates,38,38
xor+xnor,46,46
fa+ha+maj,16,16
buf+inv,25,64
flops,84,84
mux,18,18
simple gates,122,122
-- metrics by stage --
stage	hold slack [ns]	instances	instance area, um^2	worst slack [ns]
5_1_grt	0.204	487	4420	0.198
3_5_place_dp	0.469	471	4230	0.642
6_report	0.158	487	4420	0.278
2_1_floorplan	0.164	349	3850	0.725
3_3_place_gp	0.463	471	4230	0.661
4_1_cts	0.185	487	4420	0.254
No activity file was given, so power comes from the tool's default toggle rates.
