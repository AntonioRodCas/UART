==> flow/design.v <==
module ClkDiv
#(
	parameter FREQUENCY = 100,
	parameter REFERENCE_CLOCK = 50_000_000,
	parameter NBITS = 32,
	parameter COUNT = Counter_cal(FREQUENCY,REFERENCE_CLOCK)
)
(
	input clk_in,
	input reset,
	output reg clk_out
);
reg [NBITS-1 : 0] counter_reg;
	always@(posedge clk_in or negedge reset) begin
		if (reset == 1'b0) begin
			counter_reg <= {NBITS{1'b0}};
			clk_out <= 0;
		end
		else begin
			if (counter_reg < (COUNT-1))
				counter_reg <= counter_reg + 1;
			else begin
				counter_reg <= 0;
				clk_out <= ~clk_out;
			end
		end
	end
     function integer Counter_cal;
       input integer FREQUENCY, REFERENCE_CLOCK;
		 Counter_cal = REFERENCE_CLOCK / (2 * FREQUENCY);
    endfunction
endmodule
==> flow/run.sh <==
#!/bin/bash
# OpenROAD 26Q1-2900-gdf79404cd8, Yosys 0.63+post, stock flow scripts
make -C /OpenROAD-flow-scripts/flow DESIGN_CONFIG=/design/flow/config.mk WORK_HOME=/design/flow/orfs finish
==> flow/config.mk <==
export PLATFORM = sky130hd
export DESIGN_NAME = ClkDiv
export DESIGN_NICKNAME = ClkDiv
export VERILOG_FILES = /design/flow/design.v
export SDC_FILE = /design/flow/constraint.sdc
export NUM_CORES = 4
export LEC_CHECK = 1
export CORE_AREA = 10 10 95 95
export DIE_AREA = 0 0 105 105
==> flow/constraint.sdc <==
current_design ClkDiv

set clk_period 3.5
set clk_io_pct 0.2

create_clock -name clk0 -period $clk_period [get_ports {clk_in}]

set non_clock_inputs [all_inputs -no_clocks]
set_input_delay [expr $clk_period * $clk_io_pct] -clock clk0 $non_clock_inputs
set_output_delay [expr $clk_period * $clk_io_pct] -clock clk0 [all_outputs]
==> Changelog: implementation <==
### Physical design

- Share of cells above drive strength 1: 11.0%
- Crit Path Max Fanout: 19
- Filler instances: 742
- Dpl ws: 1.64 ns
- CTS buffer count: 5
- Clock root buffer: clkbuf_8
- CP cell instances: nor4_1 > nand3_1 > a221o_1 > xor2_1
- Reg-to-reg slack, setup: 1.64 ns
- Drt initial violations: 55
- Hpwl dp: 1310 µm
- RR Endpoint: clk_out
- Fmax: 0.538 GHz
- Rows: 30
- Final Power: 757 µW
- Die W: 105 µm
- RSZ-0062 raised after global routing: false
- Clock share of power: 46.7%
- Placeable Area: 6910 µm²
- Clock Sinks: 33
- Core Density at Floorplan: 19.3%
- Max FFs per register: 32
- Hold-critical path depth: 1
- Max Buffers Root-to-Sink: 2
- Skew final: 0.00674 ns
- Seq/Total Area, Yosys: 62.0%
- Critical path class: reg -> reg
- Largest net degree at the start of global routing: 34
- Setup TNS: 0 ns
- Initial antenna violation count: 0
- Net Sw Frac: 20.1%
- Number of global-route vias before repair: 807
- FF-to-FF Start: counter_reg[11]
- Dpl cell area: 1500 µm²
- Fin. max-slew vios: 0
- Antenna viol nets, final: 0
- DR vias: 819
- RePlAce Congestion: 0.770
- Yosys Instances: 114
- Slowest cell delay on critical path: 0.59 ns
- Hold path start: clk_out
- Crit-path slowest cell: a221o_1
- Standby leakage power: 0.000624 µW
- Antenna cells: 0
- First-pass GRT wire length: 3790 µm
- IO Count: 3
- Net Sw Power: 152 µW
- Int Pwr: 605 µW
- Total Routed Length: 2030 µm
- Synth Cell Area: 1330 µm²
- Cell family with most CP delay: AND-OR/OR-AND gates
- CTS HTree Levels: 2
- Instance tally after logic synthesis: 114
- Final hold violations: 0
- YS warnings: 1
- Post-layout min period: 1.86 ns
- R2R depth: 4
- VDD IR max: 0.190 mV
- Sequential share of power: 51.8%
- CP startpoint kind: flip-flop
- HP Class: reg -> reg
- Final setup viols: 0
- Die Y: 105 µm
- DR DRC count: 0
- Worst setup margin: 1.64 ns
- Crit path DRT: 3.63 ns
- Worst-path clk slew: 0.07 ns
- Hold_buf cts: 0
- Total GRT Usage: 3.98%
- WL/cell: 8.77 µm
- Latency at later pin: 0.28 ns
- Post-Syn Area per Cell: 11.7 µm²
- Die Size: 11000 µm²
- Yosys synthesis chip area: 1330 µm²
- TritonCTS clock tree: built
- Final Instance Area: 1620 µm²
- Log Warnings: 25
- # Max-Cap Violations: 0
- Critical Path AT: 1.99 ns
- Synthesis-to-layout area growth: 21.4%
- Comb power frac: 1.5%
- Status: finished, final reports clean
- Number of post-CTS setup repair buffers: 0
- # port buffers: 2
- Worst setup EP type: flip-flop
- Post-CTS sizing: 0
- Worst path buffer plus inverter count: 0
- Measured slew at the worst slew-check pin: 0.725 ns
- Unique masters post-synth: 23
- Remaining Overflow, GRT: 0
- Cycle use final: 53.1%
- Post-synth regs: 33
- Pwr dens: 468 nW/µm²
- Min Hold Slack: 0.470 ns
- First-pass detailed-route iteration total: 4
- Vias per Instance: 3.53
- Hold Path End: clk_out
- Slew HR: 51.7%
## metrics by stage
stage,std cells,util [%]
final,232,23.4
after detailed placement,224,21.8
after global routing,232,23.4
after floorplan,127,-
after CTS,232,23.4
after global placement,224,21.8
## cell type report
type,instances,area [µm²],share of cell area (%)
repair buffers,3,27.5,1.70
inverters,6,22.5,1.39
clock buffers,5,68.8,4.25
clock inverters,3,46.3,2.86
multi-input cells,86,507,31.3
well taps,96,120,7.42
flip-flops and latches,33,826,51.0
## cell usage after synthesis
cell type   n  share of area, %
nand4_2     1              0.94
buf_8       1               1.1
and2_1      1              0.47
a21oi_1     2              0.75
a221o_1     1              0.75
xnor2_1    13               8.5
xor2_1      2               1.3
nand3_1     6               2.3
nand4_1     6               2.8
nor2_1     20               5.6
nor3_1      3               1.1
conb_1      1              0.28
nor2_2      1              0.47
buf_6       1              0.85
a31o_2      2               1.3
nand2_1     3              0.85
dfrtp_1    33                62
nor4_1      6               2.8
inv_1       6               1.7
o31ai_1     1              0.56
nor4_2      2               1.9
ha_1        1              0.94
and4_1      1              0.66
## how the worst max path moves through the flow
stage | from | end | cells past startpoint
after global routing | counter_reg[11] | clk_out | 4
final | counter_reg[11] | clk_out | 4
after CTS | counter_reg[11] | clk_out | 4
## power groups by stage
| stage | Sequential (µW) | Combinational [µW] | Clock [µW] |
|---|---|---|---|
| 4_1_cts | 392 | 12.4 | 363 |
| 5_1_grt | 392 | 14.1 | 387 |
| 6_report | 392 | 11.5 | 354 |
## placed cells by master (no fill, tap or decap), drive strengths merged, types with 2 or more instances in the layout
cell type and n:
dfrtp 33, nand3 6, inv 6, a21oi 2
nand4 7, nor2 21, a31o 2, clkbuf 5
nand2 3, nor4 8, xor2 2, conb 14
clkdlybuf4s50 2, nor3 3, xnor2 13
## cell families (layout without fill, tap and decap cells)
kind of cell	after synthesis	after routing	share of synthesized area (%)
compound gates	6	6	3.38
xor+xnor	15	15	9.86
fa+ha+maj	1	1	0.939
buf+inv	8	17	3.66
flops	33	33	62.0
other cells	1	14	0.281
simple gates	50	50	19.9
## per-layer routing
layer | global-route usage (%) | part of all wire (%) | up-vias
met2 | 5.65 | 44 | 13
met3 | 1.49 | 4.6 | 3
met5 | 0 | 0 | -
met4 | 0.490 | 1.2 | 0
met1 | 5.82 | 51 | 385
li1 | - | - | 418
No activity file was given, so power comes from the tool's default toggle rates.
